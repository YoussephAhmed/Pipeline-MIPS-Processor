File: flow/constraint.sdc
current_design InstMem

set clk_period 6.0
set clk_io_pct 0.2

create_clock -name clk0 -period $clk_period [get_ports {clk}]

set non_clock_inputs [all_inputs -no_clocks]
set_input_delay [expr $clk_period * $clk_io_pct] -clock clk0 $non_clock_inputs
set_output_delay [expr $clk_period * $clk_io_pct] -clock clk0 [all_outputs]
File: flow/config.mk
export PLATFORM = sky130hd
export DESIGN_NAME = InstMem
export DESIGN_NICKNAME = InstMem
export VERILOG_FILES = /design/flow/design.v
export SDC_FILE = /design/flow/constraint.sdc
export NUM_CORES = 4
export LEC_CHECK = 1
export CORE_UTILIZATION = 40
File: flow/design.v
module regFile(R1,R2,W1,D1,We,clk,O1,O2);  
input [4:0] R1,R2;  
input [4:0] W1;
input[31:0] D1;  
input We;
input clk;
output [31:0] O1,O2;  
reg [31:0] index[0:31];  
assign O1 = index[R1];
assign O2 = index[R2];
always @(posedge clk)
begin
if(We)
index[W1] <= D1;
end
endmodule 
module testRegFile;  
 reg [4:0] R1,R2;  
 reg [4:0] W1;
 reg[31:0] D1;  
 reg We;
 reg clk;
 wire [31:0] in1,in2;  
integer i;
always
begin
#1 clk = ~ clk;  
end
initial
begin
clk = 0;
We =1;
$monitor($time, "  R1:%d , R2: %d ,W1 = %d , D1=%d , We=%d, clk=%d, out1=%d, out2=%d ",R1,R2,W1,D1,We,clk,in1,in2);
for(i = 0 ; i < 32 ; i = i+1)
begin
D1 <= i;
W1 <= i;
#2;
end
We = 0;
for (i = 0 ; i < 32 ; i = i+1)
begin
R1 <= i;
R2 <= i;
#1;
end
end
regFile Reg1(R1,R2,W1,D1,We,clk,in1,in2);
endmodule 
module dataMem(R1,D1,We,Re,clk,O1);  
input [31:0] R1;  
input[31:0] D1;  
input We,Re;
input clk;
output reg [31:0] O1;  
reg [7:0] index[0:2**32 -1];  
always @(posedge clk)
begin
if(Re)
begin
O1 <= { index[R1] , index[R1+1], index[R1+2] ,index[R1+3] };
end
if(We)
begin
index[R1] <= D1[31:24];
index[R1+1] <= D1[23:16];
index[R1+2] <= D1[15:8];
index[R1+3] <= D1[7:0];
end
end
endmodule 
module testDataMem;  
 reg [31:0] R1;  
 reg[31:0] D1;  
 reg We,Re;
 reg clk;
 wire [31:0] in1;  
always
begin
#1 clk = ~ clk;  
end
initial
begin
$monitor($time, "  R1:%d , D1=%d , We=%d, Re=%d, clk=%d, out1=%d",R1,D1,We,Re,clk,in1);
#1
clk = 0;
We =1;
D1  = 7;
R1 = 4; 
#4
R1 = 4;
Re = 1;
#4
Re = 0;
end
dataMem Mem1(R1,D1,We,Re,clk,in1,in2);
endmodule 
module InstMem(R1,W1,D1,We,clk,O1);  
input [31:0] R1 , W1 ; 
input [31:0] D1;
input clk,We;
output reg [31:0] O1;  
reg [7:0] index[0:2**32 -1];  
always @(posedge clk)
begin
O1 <= { index[R1] , index[R1+1], index[R1+2] ,index[R1+3] };
if(We)
begin
index[W1] <= D1[31:24];
index[W1+1] <= D1[23:16];
index[W1+2] <= D1[15:8];
index[W1+3] <= D1[7:0];
end
end
endmodule 
module ALU (data1,data2,control_signals,sh_am,zero,overflow,result);
	input [31:0]data1,data2;
        input [4:0] sh_am;
	input [3:0] control_signals; 
	output reg zero,overflow;
	output reg [31:0] result;
	wire [31:0] data2_negated;
	assign data2_negated = -data2;
	always@ (*)
	begin
			result = 
				 (control_signals == 4'b 0000) ? (data1 & data2) 
				:(control_signals == 4'b 0001) ? (data1 | data2)
				:(control_signals == 4'b 0010) ? (data1 + data2)
				:(control_signals == 4'b 0110) ? (data1 - data2)
				:(control_signals == 4'b 0111) ? ((data1 < data2)? 32'b0001 : 32'b0000)
                                :(control_signals == 4'b 0011) ?  (data1 << sh_am)
                                :(control_signals == 4'b 0101) ?  (data2 >> sh_am)
				:(control_signals == 4'b 1100) ? ~(data1 | data2)				
				: 32'bxxxx ;
	end
	always@ (result)
	begin
		if(result==0)
			zero=1;
		else
			zero=0;
			overflow =
			 (control_signals == 4'b0010 && data1[31] == data2[31] && result[31] ==~data1[31])? 1'b1  
			:(control_signals == 4'b0110 && data1[31] == data2_negated[31] &&result[31] == ~data1[31])? 1'b1   
			: 1'b0;  
	end
endmodule
module testALU;
        reg [31:0]data1,data2;
	reg [3:0] control_signals; 
	wire zero,overflow;
	wire [31:0] result;
initial
begin
$monitor($time, "  R1=%d , R2=%d,control=%d, Result=%d, zeroFlag=%d, overflow=%d",
               data1,data2,control_signals,sh_am,result,zero,overflow);
#1 data1 = 1; data2 = 3; control_signals = 0;  
#2 data1 = 1; data2 = 3; control_signals = 1;  
#3 data1 = 5; data2 = 2; control_signals = 2;  
#4 data1 = 3; data2 = 2; control_signals = 2;  
#5 data1 = 3; data2 = 2; control_signals = 6;  
#6 data1 = 2147483645; data2 = 9; control_signals = 2;  
end
ALU alu1(data1,data2,control_signals,zero,overflow,result);
endmodule
module mux_2x1_5(ip0, ip1, sel, out);
input sel;
input [4:0] ip1;
input [4:0] ip0;
output reg [4:0] out;
always@(*) begin
  if (sel==1'b1) begin
   out = ip1;
  end 
  else begin 
   out = ip0;
  end
end
endmodule
module mux_2x1_32(ip0, ip1, sel, out);
input sel;
input [31:0] ip1;
input [31:0] ip0;
output reg [31:0] out;
always@(*) begin
  if (sel==1'b1) begin
   out = ip1;
  end 
  else begin 
   out = ip0;
  end
end
endmodule
module pc(clk,rst,en,in_address,out_address);
input clk,en,rst;
input[31:0]in_address;
output reg[31:0]out_address;
always @(posedge clk or posedge rst)
begin
if(rst)
out_address =0;
else if (en)
out_address = in_address + 4;
end  
endmodule
module control_unit(opcode,funct,RegDest,ALUSrc,MemtoReg,RegWrite,MemRead,MemWrite,ALU_Control,jcond,bcond);
input [5:0] opcode;        
input [5:0] funct;         
output bcond;               
output jcond;              
output RegDest;            
output ALUSrc;      
output [3:0] ALU_Control;  
output MemtoReg;           
output RegWrite;           
output MemRead;            
output MemWrite;           
reg [3:0] alu_ctrl;
assign RegDest   = (opcode==6'b0);
assign ALUSrc    = (opcode!=6'b0) && (opcode!=6'b000100) && (opcode!=6'b000101);
assign MemtoReg  = (opcode==6'b100011);
assign RegWrite  = (opcode == 6'b000000);
assign MemRead   = (opcode==6'b100011);
assign MemWrite  = (opcode==6'b101011);
assign jcond = (opcode ==6'b000010);
assign bcond = (opcode == 6'b000100) || (opcode == 6'b000101); 
always@ (*) begin
  casex({opcode,funct})
     {6'b000000 ,6'b100000},{6'b001000,6'dx},
     {6'b100011  ,6'dx},
     {6'b101011  ,6'dx} : alu_ctrl = 4'd0;
    {6'd0 ,6'b100100},{6'b001100,6'dx} : alu_ctrl = 4'd1;
    {6'd0 ,6'b100101} ,{6'b001101 ,6'dx} : alu_ctrl = 4'd2;
    {6'd0 ,6'b000000}              : alu_ctrl = 4'd3;
    {6'd0 ,6'b101010},{6'b001010,6'dx} : alu_ctrl = 4'd4;
    {6'd0 ,6'b000010}              : alu_ctrl = 4'd5;
    {6'd0 ,6'b100010},{6'b000100 ,6'dx}
     ,{6'b000101 ,6'dx}            : alu_ctrl = 4'd6;
    default                   : alu_ctrl = 4'd15;
  endcase
end
assign ALU_Control = alu_ctrl;
endmodule
module testControlUnit;
   reg [5:0]opcode,funct;
   wire bcond,jcond,RegDest,ALUSrc,MemtoReg,RegWrite,MemRead,MemWrite;  
   wire [3:0] ALU_Control;                            
initial
begin
$monitor($time,"opcode=%d,funct=%d,bcond=%d,jcond=%d,RegDest=%d,ALUSrc=%d,ALU_Control=%d,MemtoReg=%d,RegWrite=%d,MemRead=%d,MemWrite=%d",
opcode,funct,bcond,jcond,RegDest,ALUSrc,ALU_Control,MemtoReg,RegWrite,MemRead,MemWrite);
#1 opcode = 0 ; funct = 32;  
#2 opcode = 'b 101011 ;  
#3 opcode = 'b  100011 ;  
end
control_unit cu1(opcode,funct,RegDest,ALUSrc,MemtoReg,RegWrite,MemRead,MemWrite,ALU_Control,jcond,bcond);
endmodule
module sh_by2(in,out);
input[31:0]in;
output[31:0]out;
assign out = in << 2;
endmodule
module signext(ip, op);
input [15:0] ip;
output [31:0] op;
reg [31:0] ext;
always @(*) begin
 ext [15:0]  = ip;
 ext [31:16] = {16{ip[15]}};
end
assign op = ext;
endmodule
module adder (ip1, ip2, out);
input [31:0] ip1, ip2;
output [31:0] out;
reg [31:0] add;
always @(ip1 or ip2) begin
 add <= ip1 + ip2;
end
assign out = add;
endmodule
module processor(clk,rst,en);
input clk,rst,en; 
wire [31:0] pc_input;        
wire [31:0] pc_output;
wire [31:0] pc_plus_4;
pc pc1(clk,rst,en,pc_input,pc_output);        
wire [31:0] Instr_32;
wire [25:0] Inst_25_0 = Instr_32[25-0];
wire [4:0] Inst_25_21 =Instr_32[25-21] ;
wire [4:0] Inst_20_16 = Instr_32[20-16] ;
wire [4:0] Inst_15_11 = Instr_32[15-11] ;
wire [15:0] Inst_15_0 = Instr_32[15-0] ;
wire [4:0] shamt = Instr_32[4-0] ; 
wire [5:0] opcode;
wire [5:0] funct;
wire RegDest;
wire ALUSrc;
wire MemtoReg;
wire RegWrite; 
wire MemRead;
wire MemWrite;
wire jcond;
wire bcond;
wire [3:0] ALU_Control;
control_unit cu1(opcode,funct,RegDest,ALUSrc,MemtoReg,RegWrite,MemRead,MemWrite,ALU_Control,jcond,bcond);
wire [31:0] read_data1;
wire [31:0] read_data2;
wire [4:0]  write_back_address;
wire [31:0] write_back_data;
mux_2x1_5 mux1(Inst_20_16 , Inst_15_11 ,RegDest,write_back_address);
regFile Reg1(Inst_25_21,Inst_20_16 ,write_back_address,write_back_data,RegWrite,clk,read_data1,read_data2);
wire [31:0]sign_extended;
wire [31:0] ALU_Result;
wire [31:0] ALU_2operand;
wire zeroflag;
wire overflow;
signext signex1(Inst_15_0,sign_extended);
mux_2x1_32 mux2(read_data2,sign_extended,ALUSrc,ALU_2operand);
ALU alu1(read_data1,ALU_2operand,ALU_Control,shamt,zero,overflow,ALU_Result);
wire [31:0] Mem_out;
wire [31:0] Inst_15_0_signext; 
dataMem datamem1(ALU_Result,read_data2,MemWrite,MemRead,clk,Mem_out);
mux_2x1_32 mux3(ALU_Result,Mem_out,MemtoReg,write_back_data);
wire [31:0]pseudo_address;
wire [31:0]pseudo_address_plus_4;
wire [31:0] branch_address;
and(eq_branch,zeroflag,bcond);
and(neq_branch,!zeroflag,bcond);
or(takebranch,eq_branch,neq_branch);
sh_by2 shift1(sign_extended,pseudo_address);
adder adder1(pseudo_address, 4, pseudo_address_plus_4);
mux_2x1_32 mux4(pc_plus_4,branch_address,takebranch,branch_address);
wire [31:0] jump_address;
wire [5:0] six_zeros = 0; 
sh_by2 shift2({ six_zeros ,Inst_25_0 },jump_address);
mux_2x1_32 mux5(branch_address,jump_address,jcond,pc_input);
endmodule
File: flow/run.sh
#!/bin/bash
# OpenROAD 26Q1-2900-gdf79404cd8, Yosys 0.63+post, stock flow scripts
make -C /OpenROAD-flow-scripts/flow DESIGN_CONFIG=/design/flow/config.mk WORK_HOME=/design/flow/orfs finish
==> impl_metrics.yaml <==
# implementation run metrics
layout:
  finish.instance_area_um2: 5930
  num-fill-cells: 1047
  proportion_of_layout_cells_with_a_drive_suffix_above_1: 0.145
  area_delta_synth_final_pct: 25.8
worst_setup_path:
  critical_path.cell_chain: "clkdlybuf4s50_1, nand4_1, nor4_1, xor2_1, nand3_1, o21ai_0, o21ai_1, or4_1, mux2_4"
  timing.setup.critical_path_class: "in -> reg"
  critical-path-top-delay-family: "simple AND/OR/NAND/NOR gates"
  reg2reg_slack_ns: 5.19
  critical-path-slowest-cell: "or4_1"
  critical_path_arrival_ns: 5.25
  crit_path_start_kind: "primary input"
  endpoint_kind: "flip-flop"
  critical-path-max-stage-delay_ns: 0.87
  timing.critical_path.fanout_max: 15
  worst-path-buf-inv: 1
  crit_required_ns: 6.02
clock_network:
  clock_tree.htree_level_count: 2
  tritoncts_clock_tree: "done"
  clkLatencyLatePin_ns: 0.27
  cts_buffer_depth: 2
  total_clock_buffers_created_by_cts: 5
  tritoncts_num_sinks: 32
  cts.repair_timing.setup_buffer_count: 0
  cts_root_buffer: "clkbuf_16"
  cts_hold_buf: 0
  clk_pin_slew_worst_paths_ns: 0.05
  post_cts_resized: 0
logic_synthesis:
  dominantRegCellSynth: "edfxtp_1"
  yosysChipArea_um2: 4710
  ys_cells: 588
  synth.avg_cell_area_um2: 8.01
  netlist_instances: 588
  syn-cell-area_um2: 4710
  synth-warning-count: 1
  yosys.cell_types.count: 74
  edf_count: 16
  synthArstFlopShare: 0
  yosysSeqAreaShare: 0.170
  ys.flops: 32
sta:
  slew-limit-headroom: 0.420
  max_slew.worst_pin.slew_ns: 0.865
  fin_worst_skew_ns: 0.00224
  max_freq_mhz: 191
  report.final.setup_viol: 0
  grt_setup_unrepaired: "no"
  least_setup_slack_across_all_paths_after_layout_ns: 0.764
  timing.final.max_slew_violations: 0
  hold_viol_final: 0
  final.min_clock_period_ns: 5.24
  fin_setup_tns_ns: 0
  timing.final.crit_share: 0.873
routing:
  insertedDiodeCount: 0
  detail_route.vias_per_cell: 6.57
  first_pass_iteration_count_of_the_detailed_router: 5
  detailroute.via_count: 5284
  post_detailed_route_wirelength_per_cell_um: 20.8
  ant_nets: 0
  post-route-drc-count: 0
  routed_wl_um: 16800
  number_of_drc_markers_after_the_initial_detailed_route_iteration: 439
global_routing:
  globalRouteTotalUtil: 0.279
  overflow: 0
  grt_pass1_wl_um: 26800
  pin_count_of_the_biggest_net_entering_global_routing: 21
  first_global_vias: 4783
  initial_antenna_violation_count: 0
floorplan:
  fp.dieH_um: 111
  num_io_pins: 130
  floorplanUtilization: 0.411
  die-area_um2: 12200
  core_region_area_um2: 11500
  row_count: 39
  die_width_um: 111
placement:
  gp_congestion: 1.02
  buffer_ports.inserted: 98
  placed_cell_area_um2: 5760
  dpl_hpwl_um: 13000
  detailedPlace.worstSlack_ns: 0.628
power:
  power_per_unit_of_standard_cell_area_nw_per_um2: 123
  cellLeakagePower_uw: 0.00188
  ir_worst_vdd_v: 0.000161
outcome:
  run_status: "finished clean"
hold_path:
  min-delay-path-class: "reg -> reg"
job:
  drv_cap: 0
  warning_count: 58
==> cell type report <==
class,instances,area (µm²),share of cell area
multi-input cells,489,3560,0.601
repair buffers,129,1210,0.205
flip-flops and latches,32,801,0.135
well taps,143,179,0.0302
clock buffers,6,150,0.0253
clock inverters,2,12.5,0.00211
inverters,3,11.3,0.00190
==> layer usage <==
layer	up-vias	part of all wire	GRT usage
li1	2472	-	-
met1	2448	0.42	0.406
met2	323	0.47	0.453
met3	41	0.084	0.0313
met4	0	0.029	0.0604
met5	-	0	0
==> flip-flops by register name, summed over array words and instances, names as in the netlist <==
name / flops
O1: 16
index: 8
index[-1]: 8
==> metrics by stage <==
step,hold slack [ns],utilization,cells,total power (µW)
floorplan,0.470,-,588,362
global placement,0.474,0.503,796,458
detailed placement,0.482,0.503,796,459
CTS,0.496,0.517,804,728
global route,0.502,0.517,804,759
finish,0.495,0.517,804,727
==> power breakdown <==
part	switching [µW]	internal, µW
logic	120	106
registers	1.27	232
clock network	90.3	178
total	211	516
==> cell families after synthesis <==
| group | synth area share |
|---|---|
| buffers and inverters | 0.0744 |
| flip-flops | 0.170 |
| AND/OR/NAND/NOR | 0.375 |
| XOR/XNOR | 0.0855 |
| adder cells (fa/ha/maj) | 0.00797 |
| multiplexers | 0.0701 |
| AND-OR/OR-AND | 0.217 |
==> placed cells by master (no fill, tap or decap), types with 17 or more instances in the layout <==
master	n
nand4_1	30
nor4_1	32
xor2_1	19
and3_1	18
a211oi_1	17
nor3_1	27
buf_4	31
nor2_1	22
nand3_1	27
clkdlybuf4s50_1	98
xnor2_1	27
nand2_1	43
==> cells in the mapped netlist (7+ instances only) <==
| cell type | count | area (µm²) |
|---|---|---|
| or4_1 | 9 | 67.6 |
| xnor2_1 | 27 | 236 |
| dfxtp_1 | 16 | 320 |
| nor2_1 | 22 | 82.6 |
| nand4_1 | 30 | 188 |
| nand3b_1 | 10 | 75.1 |
| nand2_1 | 43 | 161 |
| buf_2 | 13 | 65.1 |
| and4_1 | 9 | 78.8 |
| a21oi_1 | 12 | 60.1 |
| mux2_4 | 8 | 120 |
| clkbuf_1 | 20 | 75.1 |
| o41a_1 | 8 | 90.1 |
| nand3_1 | 27 | 135 |
| o2bb2ai_1 | 8 | 70.1 |
| buf_4 | 20 | 150 |
| xor2_1 | 19 | 166 |
| nor4_2 | 8 | 100 |
| and3_1 | 18 | 113 |
| o21ai_0 | 11 | 55.1 |
| nor4_1 | 32 | 200 |
| edfxtp_1 | 16 | 480 |
| o31a_1 | 12 | 105 |
| or2_2 | 7 | 43.8 |
| buf_1 | 10 | 37.5 |
| a211oi_1 | 17 | 128 |
| nor3_1 | 27 | 135 |
| a21boi_0 | 12 | 90.1 |
| mux2_2 | 16 | 180 |
| o32ai_1 | 8 | 70.1 |
==> path summary, 6_finish.rpt <==
check | startpoint | end | cells past startpoint
worst min register to register | index[0][4] | O1[4] | 1
worst max register to register | index[-1][1] | O1[25] | 1
worst max-delay path | W1[18] | index[-1][7] | 9
worst min-delay path | index[0][4] | O1[4] | 1
No activity file was given, so power comes from the tool's default toggle rates.
